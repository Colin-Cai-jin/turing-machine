### design.v
`timescale 1ns / 1ns
module threshold_counter
#(
	parameter WIDTH = 16
)
(
	nRst,
	clk,
	en,
	max,
	reach_max,
	is_zero,
	cnt
);
input nRst, clk;
input en;
input [WIDTH-1:0]max;
output reach_max;
output is_zero;
output [WIDTH-1:0]cnt;
reg [WIDTH-1:0]cnt;
assign reach_max = cnt >= max;
assign is_zero = cnt == {WIDTH {1'b0}};
always@(posedge clk or negedge nRst)
if (!nRst)
	cnt <= {WIDTH {1'b0}};
else if(en & !reach_max)
	cnt <= cnt + 1'b1;
else
	cnt <= {WIDTH {1'b0}};
endmodule
`timescale 1ns / 1ns
module uart_snd
#(
	parameter BIT_WIDTH_BITS = 16
)
(
	nRst,
	clk,
	bit_width,  
	en_parity,
	odd_parity,
	data_bits,  
	en,
	data,
	TXD,
	can_snd
);
input nRst, clk;
input [BIT_WIDTH_BITS-1:0]bit_width;
input en_parity;
input odd_parity;
input [1:0]data_bits;
input en;
input [7:0]data;
output TXD;
output can_snd;
parameter IDLE = 0,
	START_BIT = 1,
	DATA_HIGH_BITS = 3,
	PARITY_BIT = 4,
	STOP_BIT = 5;
wire [BIT_WIDTH_BITS-1:0]cnt_bit;
reg [2:0] cs, ns;
reg TXD;
reg [2:0]index;
wire [2:0]index_add1 = index + 1'b1;
reg parity;
wire bit_over;
threshold_counter #(.WIDTH(BIT_WIDTH_BITS)) U1
(
	.nRst(nRst),
	.clk(clk),
	.en(cs != IDLE),
	.max(bit_width),
	.reach_max(bit_over),
	.cnt(cnt_bit)
);
reg can_snd;
always@(posedge clk or negedge nRst)
if (!nRst)
	can_snd <= 1'b1;
else
	case (cs)
		IDLE:
			can_snd <= 1'b1;
		STOP_BIT:
			if (cnt_bit < bit_width  - 'b10)
				can_snd <= 1'b0;
			else
				can_snd <= 1'b1;
		default:
			can_snd <= 1'b0;
	endcase	
always@(posedge clk or negedge nRst)
if (!nRst)
	cs <= IDLE;
else
	cs <= ns;
always@(posedge clk or negedge nRst)
if (!nRst)
	begin
	TXD <= 1'b1;
	index <= 3'd0;
	parity <= 1'b0;
	end
else
	case (ns)
		IDLE:
			TXD <= 1'b1;
		START_BIT:
		begin
			TXD <= 1'b0;
			parity <= odd_parity;
			index <= 3'd0;
		end
		DATA_HIGH_BITS:
		begin
			if (bit_over)
			begin
				parity <= parity ^ data[index];
				TXD <= data[index];
			end
			if (cnt_bit == 'b0)
				index <= index_add1;
		end
		PARITY_BIT:
			TXD <= parity; 
		STOP_BIT:
			TXD <= 1'b1;
		default:
			TXD <= 1'b1;
	endcase
always@(*)
case (cs)
IDLE:
	if (en)
		ns = START_BIT;
	else
		ns = IDLE;
START_BIT:
	if (bit_over)
		ns = DATA_HIGH_BITS; 
	else
		ns = START_BIT;
DATA_HIGH_BITS:
	if (bit_over && index == {data_bits != 2'b00, data_bits})
		ns = en_parity ? PARITY_BIT : STOP_BIT;
	else
		ns = DATA_HIGH_BITS;
PARITY_BIT:
	if (bit_over)
		ns = STOP_BIT;
	else
		ns = PARITY_BIT;
STOP_BIT:
	if (bit_over)
		ns = en ? START_BIT : IDLE;
	else
		ns = STOP_BIT;
default:
	ns = IDLE;
endcase
endmodule
### run.sh
#!/bin/bash
# OpenROAD 26Q1-2900-gdf79404cd8, Yosys 0.63+post, stock flow scripts
make -C /OpenROAD-flow-scripts/flow DESIGN_CONFIG=/design/flow/config.mk WORK_HOME=/design/flow/orfs finish
### config.mk
export PLATFORM = sky130hd
export DESIGN_NAME = uart_snd
export DESIGN_NICKNAME = uart_snd
export VERILOG_FILES = /design/flow/design.v
export SDC_FILE = /design/flow/constraint.sdc
export NUM_CORES = 4
export LEC_CHECK = 1
export CORE_UTILIZATION = 40
### constraint.sdc
current_design uart_snd

set clk_period 3.4
set clk_io_pct 0.2

create_clock -name clk0 -period $clk_period [get_ports {clk}]

set non_clock_inputs [all_inputs -no_clocks]
set_input_delay [expr $clk_period * $clk_io_pct] -clock clk0 $non_clock_inputs
set_output_delay [expr $clk_period * $clk_io_pct] -clock clk0 [all_outputs]
==> run notes <==
### Status
* status: complete, no violations

### Clock tree
* post-cts repair resize count: 0
* maximum buffer depth of the clock tree: 2
* post-CTS setup buffer count: 0
* CTS tree: yes
* Clock Latency Late Sink: 0.27 ns
* Post-CTS Hold Buffers: 0
* CTS root buf: sky130_fd_sc_hd__clkbuf_8
* # clock sinks: 25
* number of buffers created by CTS: 3
* clock transition at the registers of the reported paths: 0.08 ns
* CTS HTree Levels: 1

### Cells and area
* Sequential cell area: 628 um2
* area overhead of the layout relative to synthesis: 19.7%
* post-layout instance count excluding filler cells: 391
* Fillers: 583
* Logic cell area: 1670 um2
* layout cells sized above 1: 0.0633

### STA
* number of setup violations in the final report: 0
* Highest Clock Rate: 335 MHz
* aggregate negative setup slack: 0 ns
* count of endpoints failing hold in the final timing report: 0
* clock skew after layout: 0.00687 ns
* cycle use final: 0.877
* Tightest Pin Transition: 0.529 ns
* final hold slack: 0.497 ns
* post-layout min period: 2.98 ns
* final-report max-slew violation count: 0
* worst max-slew margin expressed relative to the limit: 0.648
* RSZ-0062 raised after global routing: false

### Drt
* average vias per placed instance: 5.26
* total number of vias: 2,055
* Diodes inserted: 0
* first-pass iteration count of the detailed router: 4
* number of nets still failing antenna checks after routing: 0
* total length of routed wires: 5110 um
* Avg WL per Cell: 13.1 um
* number of design-rule violations left by the first detailed-router iteration: 92
* DRC violations left: 0

### Die
* die extent in y: 79.9 um
* floorplan core area: 5890 um2
* Site Rows: 28
* number of placed I/O pins: 33
* horizontal extent of the die: 79.9 um
* DIE AREA: 6380 um2
* Initial Util: 0.412

### Min path
* class of the worst hold path: reg2reg

### Yosys
* number of cells produced by synthesis: 279
* count of instantiated cells in the yosys netlist: 279
* Synth flops: 25
* Yosys chip area: 2430 um2
* distinct cell type count after synthesis: 51
* mean area per synthesized cell: 8.70 um2
* share of flip-flops with an asynchronous set or reset after synthesis: 1.00
* sequential fraction of the synthesis area: 0.259
* Cell Area, Synth: 2430 um2
* number of synthesized flops with an enable pin: 0
* top_reg_cell synth: sky130_fd_sc_hd__dfrtp_1
* count of warnings emitted by yosys: 2

### Critical path
* count of buffer and inverter cells on the critical path: 2
* cell class contributing the biggest share of worst-path delay: AND-OR/OR-AND gates
* sort of element at the end of the critical path: register
* slowest cell on the critical path: sky130_fd_sc_hd__clkdlybuf4s50_1
* critical path data arrival time: 3.14 ns
* WP data required: 3.56 ns
* nature of the critical path startpoint: input port
* worst-path cell chain: clkdlybuf4s50_1, inv_1, ha_1, a211oi_1, o21ai_1, a211oi_2, o21ai_2, a211oi_4, mux2i_1, o2bb2a_4
* critical path class: in2reg
* CP peak stage delay: 0.50 ns
* crit-path max FO: 5

### Run
* count of tool warnings: 27
* number of maximum-capacitance violations: 0

### GRT
* global-route wire length before repair: 8670 um
* vias in the first global route: 1,874
* leftover overflow at the end of global routing: 0
* antenna violations before repair: 0
* largest net degree at the start of global routing: 26
* total global routing track utilization: 0.176

### Placed design
* count of buffers inserted at the top-level ports: 32
* number of placed instances with taps included: 387
* GP Congestion: 0.914
* Detailed Place HPWL: 4130 um

### Power
* clock network fraction of design power: 0.177
* PwrDens: 342 nW/um2
* Leak: 1.35 nW
* switching power as a share of total power: 0.371
* maximum vdd drop: 478 uV
* Reg power frac: 0.434
* Power Internal: 0.625 mW
* Comb pwr share: 0.389
* net switching power of the design: 0.369 mW

## worst paths after layout
path	depth (start not counted)	to	slack, ns	start
worst min register to register	1	U1.cnt[0]	0.50	U1.cnt[0]
worst min-delay path	1	U1.cnt[0]	0.50	U1.cnt[0]
min in group asynchronous	2	cs[2]	0.76	nRst
worst max register to register	8	parity	0.94	U1.cnt[2]
worst max-delay path	10	parity	0.42	bit_width[2]
max in group asynchronous	2	TXD	2.34	nRst
## metrics by stage
| stage | cell area [um2] | power [mW] | setup slack (ns) | util |
|---|---|---|---|---|
| 2_1_floorplan | 2430 | 0.693 | 0.830 | - |
| 3_3_place_gp | 2860 | 0.822 | 0.122 | 0.486 |
| 3_5_place_dp | 2860 | 0.827 | 0.136 | 0.486 |
| 4_1_cts | 2900 | 1.01 | 0.416 | 0.493 |
| 5_1_grt | 2900 | 1.09 | 0.112 | 0.493 |
| 6_report | 2900 | 0.993 | 0.418 | 0.493 |
## flip-flops by register name, indices dropped and copies added, names as in the netlist
name / cells
index: 3
U1.cnt: 16
parity: 1
can_snd: 1
TXD: 1
cs: 3
## cells in the mapped netlist, types with 2 or more instances
cell type	number	area, um2
sky130_fd_sc_hd__ha_1	35	438
sky130_fd_sc_hd__clkbuf_1	4	15.0
sky130_fd_sc_hd__nand3_1	10	50.1
sky130_fd_sc_hd__a31oi_1	4	25.0
sky130_fd_sc_hd__nor2b_1	4	25.0
sky130_fd_sc_hd__nand2_1	22	82.6
sky130_fd_sc_hd__o21ai_0	9	45.0
sky130_fd_sc_hd__a21oi_1	13	65.1
sky130_fd_sc_hd__dfrtp_1	23	576
sky130_fd_sc_hd__inv_1	26	97.6
sky130_fd_sc_hd__o21ai_1	2	10.0
sky130_fd_sc_hd__mux2i_1	3	30.0
sky130_fd_sc_hd__o31ai_1	2	15.0
sky130_fd_sc_hd__xnor2_1	19	166
sky130_fd_sc_hd__dfstp_2	2	52.6
sky130_fd_sc_hd__a211oi_1	4	30.0
sky130_fd_sc_hd__nor4_1	5	31.3
sky130_fd_sc_hd__nor2_1	32	120
sky130_fd_sc_hd__nor3_1	4	20.0
sky130_fd_sc_hd__xor2_1	9	78.8
sky130_fd_sc_hd__and3_1	5	31.3
sky130_fd_sc_hd__and4_1	4	35.0
sky130_fd_sc_hd__a41oi_1	2	17.5
sky130_fd_sc_hd__nand4_1	7	43.8
sky130_fd_sc_hd__a21o_1	2	15.0
sky130_fd_sc_hd__a22o_1	2	17.5
## cells by family (layout without fill, tap and decap cells)
group                    after synthesis  count (layout)  share of synthesized area
adder cells (fa/ha/maj)               35              35                      0.181
AND/OR/NAND/NOR                       99              99                      0.204
AND-OR/OR-AND                         55              55                      0.167
XOR/XNOR                              28              28                      0.101
buffers and inverters                 31              68                     0.0511
flip-flops                            25              25                      0.259
multiplexers                           6               6                     0.0371
## power by group through the flow
stage | clock [mW] | sequential (mW) | combinational (mW)
CTS | 0.181 | 0.433 | 0.391
global route | 0.193 | 0.445 | 0.450
finish | 0.176 | 0.431 | 0.386
## placed cells by master (no fill, tap or decap), types with 2 or more instances in the layout
cell type and instances:
sky130_fd_sc_hd__nand4_1 7, sky130_fd_sc_hd__xnor2_1 19, sky130_fd_sc_hd__buf_4 6, sky130_fd_sc_hd__and4_1 4
sky130_fd_sc_hd__nor4_1 5, sky130_fd_sc_hd__inv_1 26, sky130_fd_sc_hd__clkdlybuf4s50_1 32, sky130_fd_sc_hd__ha_1 35
sky130_fd_sc_hd__a31oi_1 4, sky130_fd_sc_hd__a21o_1 2, sky130_fd_sc_hd__a211oi_1 4, sky130_fd_sc_hd__dfrtp_1 23
sky130_fd_sc_hd__o31ai_1 2, sky130_fd_sc_hd__a41oi_1 2, sky130_fd_sc_hd__clkbuf_8 3, sky130_fd_sc_hd__a21oi_1 13
sky130_fd_sc_hd__dfstp_2 2, sky130_fd_sc_hd__and3_1 5, sky130_fd_sc_hd__nand3_1 10, sky130_fd_sc_hd__a22o_1 2
sky130_fd_sc_hd__o21ai_1 2, sky130_fd_sc_hd__nor3_1 4, sky130_fd_sc_hd__nand2_1 22, sky130_fd_sc_hd__mux2i_1 3
sky130_fd_sc_hd__nor2_1 32, sky130_fd_sc_hd__xor2_1 9, sky130_fd_sc_hd__o21ai_0 9, sky130_fd_sc_hd__nor2b_1 4
## layer usage
| metal | global-route usage | wire (um) | up-vias | share of wire |
|---|---|---|---|---|
| li1 | - | - | 1083 | - |
| met1 | 0.279 | 2740 | 951 | 0.54 |
| met2 | 0.279 | 2220 | 19 | 0.43 |
| met3 | 0.0151 | 127 | 2 | 0.025 |
| met4 | 0.0125 | 23 | 0 | 0.0045 |
| met5 | 0 | 0 | - | 0 |
## final cells by class
type / instances / share of cell area
well taps: 75 / 0.0323
inverters: 26 / 0.0336
repair buffers: 38 / 0.126
multi-input cells: 223 / 0.576
clock buffers: 4 / 0.0155
flip-flops and latches: 25 / 0.216
Power is estimated from default activity; no workload was simulated.
