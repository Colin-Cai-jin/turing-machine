[flow/constraint.sdc]
current_design uart_rcv

set clk_period 6.6
set clk_io_pct 0.2

create_clock -name clk0 -period $clk_period [get_ports {clk}]

set non_clock_inputs [all_inputs -no_clocks]
set_input_delay [expr $clk_period * $clk_io_pct] -clock clk0 $non_clock_inputs
set_output_delay [expr $clk_period * $clk_io_pct] -clock clk0 [all_outputs]
[flow/design.v]
`timescale 1ns / 1ns
module threshold_counter
#(
	parameter WIDTH = 16
)
(
	nRst,
	clk,
	en,
	max,
	reach_max,
	is_zero,
	cnt
);
input nRst, clk;
input en;
input [WIDTH-1:0]max;
output reach_max;
output is_zero;
output [WIDTH-1:0]cnt;
reg [WIDTH-1:0]cnt;
assign reach_max = cnt >= max;
assign is_zero = cnt == {WIDTH {1'b0}};
always@(posedge clk or negedge nRst)
if (!nRst)
	cnt <= {WIDTH {1'b0}};
else if(en & !reach_max)
	cnt <= cnt + 1'b1;
else
	cnt <= {WIDTH {1'b0}};
endmodule
`timescale 1ns / 1ns
module uart_rcv
#(
	parameter SAMPLE_WIDTH_BITS = 15,
	parameter SAMPLE_BITS = 5
)
(
	nRst,
	clk,
	sample_width,  
	en_parity,
	odd_parity,
	data_bits,  
	en,
	data,
	parity_valid,
	RXD
);
input nRst, clk;
input [SAMPLE_WIDTH_BITS-1:0]sample_width;
input en_parity;
input odd_parity;
input [1:0]data_bits;
output en;
output [7:0]data;
output parity_valid;
input RXD;
wire en_sample, set_data_bit;
threshold_counter #(.WIDTH(SAMPLE_WIDTH_BITS)) U1
(
	.nRst(nRst),
	.clk(clk),
	.en(1'b1),
	.max(sample_width),
	.reach_max(set_data_bit),
	.is_zero(en_sample)
);
localparam SUM_BITS = $clog2(SAMPLE_BITS + 1);
localparam JUDGE_THRESHOLD = SAMPLE_BITS / 2;
localparam START_WAIT = JUDGE_THRESHOLD;
localparam START_WAIT_BITS = START_WAIT > 1 ? $clog2(START_WAIT) : 1;
reg [SAMPLE_BITS-1:0]samples;
reg [SUM_BITS-1:0]sum;
wire logic_level = sum > JUDGE_THRESHOLD;
integer i;
always@(*)
begin
	sum = {{(SUM_BITS-1){1'b0}}, samples[0]};
	for (i = 1;i < SAMPLE_BITS; i = i + 1)
	begin : sum_step
		sum = sum + {{(SUM_BITS-1){1'b0}}, samples[i]};
	end
end
always@(posedge clk or negedge nRst)
if (!nRst)
	samples <= {SAMPLE_BITS {1'b1}};
else if (en_sample)
	samples <= {RXD, samples[SAMPLE_BITS-1:1]};
localparam IDLE = 0,
	CHOOSE_START = 1,
	DATA = 2,
	PARITY = 3,
	SEND_RESULT = 4,
	STOP = 5;
reg [SUM_BITS-1:0] count_a_bit;
wire new_bit_moment = (count_a_bit == SAMPLE_BITS-1);
reg [2:0] index;
reg [START_WAIT_BITS-1:0] start_wait_cnt;
reg parity;
reg en;
reg [7:0] data;
reg parity_valid;
reg [2:0] cs, ns;
always@(posedge clk or negedge nRst)
if (!nRst)
	cs <= IDLE;
else
	cs <= ns;
always@(posedge clk or negedge nRst)
if (!nRst)
begin
	count_a_bit <= {SUM_BITS {1'b0}};
	index <= 3'd0;
	start_wait_cnt <= {START_WAIT_BITS {1'b0}};
	parity <= 1'b0;
	en <= 1'b0;
	data <= 8'd0;
	parity_valid <= 1'b1;
end
else
	case (cs)
		CHOOSE_START:
		begin
			count_a_bit <= {SUM_BITS {1'b0}};
			index <= 3'd0;
			if (en_sample)
				start_wait_cnt <= start_wait_cnt + 1'b1;
			parity <= odd_parity;
			en <= 1'b0;
			data <= 8'd0;
			parity_valid <= 1'b1;
		end
		DATA:
		begin
			if (set_data_bit)
			begin
				if (new_bit_moment)
				begin
					count_a_bit <= {SUM_BITS {1'b0}};
					index <= index + 1'b1;
					data[index] <= logic_level;
					parity <= parity ^ logic_level;
				end
				else
					count_a_bit <= count_a_bit + 1'b1;
			end
			start_wait_cnt <= {START_WAIT_BITS {1'b0}};
			en <= 1'b0;
			parity_valid <= 1'b1;
		end
		PARITY:
		begin
			index <= 3'd0;
			start_wait_cnt <= {START_WAIT_BITS {1'b0}};
			parity <= 1'b0;
			en <= 1'b0;
			if (en_sample)
			begin
				if (new_bit_moment)
				begin
					count_a_bit <= {SUM_BITS {1'b0}};
					parity_valid <= (logic_level == parity);
				end
				else
					count_a_bit <= count_a_bit + 1'b1;
			end
		end
		SEND_RESULT:
		begin
			index <= 3'd0;
			start_wait_cnt <= {START_WAIT_BITS {1'b0}};
			parity <= 1'b0;
			en <= 1'b1;
			if(en_parity)
				count_a_bit <= count_a_bit + 1'b1; 
		end
		STOP:
		begin
			index <= 3'd0;
			start_wait_cnt <= {START_WAIT_BITS {1'b0}};
			parity <= 1'b0;
			en <= 1'b0;
			if (en_sample)
			begin
				if (new_bit_moment)
				begin
					count_a_bit <= {SUM_BITS {1'b0}};
				end
				else
					count_a_bit <= count_a_bit + 1'b1;
			end
		end
		default:  
		begin
			count_a_bit <= {SUM_BITS {1'b0}};
			index <= 3'd0;
			start_wait_cnt <= {START_WAIT_BITS {1'b0}};
			parity <= 1'b0;
			en <= 1'b0;
			data <= 8'd0;
			parity_valid <= 1'b1;
		end
	endcase
always@(*)
	case (cs)
		IDLE:
			ns = logic_level ? IDLE : CHOOSE_START;
		CHOOSE_START:
			ns = (en_sample & start_wait_cnt >= (START_WAIT - 1)) ? DATA : CHOOSE_START;
		DATA:
			if (new_bit_moment & set_data_bit & index == {data_bits != 2'd0, data_bits} - 3'd1)
				if (en_parity)
					ns = PARITY;
				else
					ns = SEND_RESULT;
			else
				ns = DATA;
		PARITY:
			if (new_bit_moment & set_data_bit)
				ns = SEND_RESULT;
			else
				ns = PARITY;
		SEND_RESULT:
			ns = STOP;
		STOP:
			if (new_bit_moment & set_data_bit)
				ns = IDLE;
			else
				ns = STOP;
		default:
			ns = IDLE;
	endcase
endmodule
[flow/run.sh]
#!/bin/bash
# OpenROAD 26Q1-2900-gdf79404cd8, Yosys 0.63+post, stock flow scripts
make -C /OpenROAD-flow-scripts/flow DESIGN_CONFIG=/design/flow/config.mk WORK_HOME=/design/flow/orfs finish
[flow/config.mk]
export PLATFORM = sky130hd
export DESIGN_NAME = uart_rcv
export DESIGN_NICKNAME = uart_rcv
export VERILOG_FILES = /design/flow/design.v
export SDC_FILE = /design/flow/constraint.sdc
export NUM_CORES = 4
export LEC_CHECK = 1
export CORE_UTILIZATION = 50
==> summary.txt <==
Implementation results. Gates resized during post-CTS repair numbered 0. Global routing consumed, over all layers together, 20.6% of the routing resources. Clock tree synthesis selected as its root buffer the cell sky130_fd_sc_hd__clkbuf_8. STA classifies the critical path endpoint as a flip-flop.

From left edge to right edge, the die measures 76.4 um. The die is 76.4 um tall. sky130_fd_sc_hd__dfrtp_1 is the most common cell in the netlist. Number of input and output port buffers inserted landed at 31. Clock latency on the worst-skew pair, taken at its later pin, is 290 ps. Fill cell instance count of the final layout landed at 455. For reference, the top logic cell family by area is simple AND/OR/NAND/NOR gates.

Fraction of final layout cells with drive strength greater than 1 landed at 8.48%. Max-slew violation count landed at 0. Before antenna repair, the detailed router went through 4 iterations. Via count of the first global-routing pass landed at 1982. The wire length recorded after detailed routing is 5.34 mm. Critical-path maximum fanout landed at 32. After detailed routing, the number of remaining DRC violations is 0. At the floorplan stage, the core utilization is reported as 53.2%. In the final report, the number of endpoints failing setup comes to 0. Area growth from synthesis to layout landed at 17.8%. Tightest slew margin relative to the limit landed at 54.8%. Floorplan die area landed at 5840 um^2. Per-cell routed wire length landed at 13.3 um.

Counting flops with a built-in enable in the synthesized netlist gives 0. The wire-length estimate of the detail-placed layout is 3.91 mm. In this run the maximum-capacitance check reported violations numbering 0. Final setup TNS landed at 0 ps. Count of yosys warnings during synthesis landed at 2. Yosys reported that registers with async set or reset make up 100%. The region available for standard cell placement spans 5200 um^2.

STA on the placed design reports a worst setup slack of 2750 ps. TritonCTS built the clock tree. Number of buffers inserted for hold repair after clock tree synthesis landed at 0. Post-layout instance count excluding filler cells landed at 400. Per the layout area report, the combinational gate area comes to 1510 um^2. Of the post-synthesis cell area, the dominant cell type holds 33.4%. Routed via count divided by cell count landed at 5.34. For this run, the script counts the antenna cells in the layout as 0. The synthesized netlist occupies a cell area of 2770 um^2.

The most critical min-delay path falls under reg2reg. Yosys attributes the largest share of cell area to sky130_fd_sc_hd__dfrtp_1 33%, sky130_fd_sc_hd__ha_1 12%, sky130_fd_sc_hd__dfstp_2 6.6%. The gate-level netlist out of Yosys references 51 unique cell types. For reference, the clock transition at the flip-flops on the worst setup and hold paths is 80 ps.

Looking at the clock tree report, the H-tree level count equals 2. Proportion of synthesized chip area in sequential cells landed at 40.1%. Adder-cell share of the synthesized area landed at 13.2%. Flip-flop and latch count after synthesis landed at 44. In the post-route analysis, the smallest setup slack over all paths is 3070 ps. Buffer levels on the longest clock path landed at 2.

For the finished layout, the period the worst path requires is 3530 ps. According to the floorplan log, the row count is 26. In this run, the synthesized area fraction spent on xor and xnor cells is recorded as 4.74%. The largest total area in the synthesized netlist belongs to sky130_fd_sc_hd__dfrtp_1.

Hold slack landed at 501 ps. Total via count after detailed routing landed at 2134. On the final layout, the worst clock skew is 7.14 ps. Final count of hold timing violations landed at 0.

Multiplexer area fraction after synthesis landed at 1.67%. Wire length of the first global-routing pass landed at 9.29 mm. Post-layout period usage of the worst path landed at 53.5%. Pin placement for this block handled 32 I/O pins. Gate count after technology mapping landed at 295. Slew of the pin with the lowest slew margin landed at 675 ps.

Post-synth the commonest register cell is sky130_fd_sc_hd__dfrtp_1. Count of nets left with antenna violations after detail routing landed at 0. Setup repair after global routing left no endpoint under its margin. The worst setup path is of the in2reg kind. In this run the tools logged warnings totalling 33.

Yosys reports a chip area of 2770 um^2. In the synthesized netlist, the cells that appear most often are 37 x sky130_fd_sc_hd__dfrtp_1, 34 x sky130_fd_sc_hd__inv_1, 28 x sky130_fd_sc_hd__nor2_1. Post-CTS setup-driven buffer insertion count landed at 0. The run finished with clean final reports. Peak clock frequency supported by timing landed at 283 MHz. The analysis attributes to cell leakage a power of 1.51 nW. Arrival time of data at the critical path endpoint landed at 3710 ps. STA classifies the critical path startpoint as an input port.

According to the CTS report, the clock sink count is 44. Once layout is complete, the utilization of the core stands at 62.6%. Entering global routing, the biggest net connects 45 pins. Sequential cell area in the final layout landed at 1110 um^2. The required time at the worst endpoint is listed as 6780 ps. In this run the mean area of a mapped cell was 9.39 um^2. Detailed router's first-iteration violation count landed at 150. The number of placed instances, taps included, is 392. Number of buffers added by the clock tree synthesis step landed at 5.

Area fraction in compound gates landed at 15.2%. Per the summary, power density relative to cell area is 250 nW/um^2. Cell total in the yosys stat output landed at 295. Maximum VDD drop landed at 0.184 mV. The cell-mix breakdown from Yosys lists the simple-gate area share as 19.3%. Summed over all layers, the global routing overflow is 0.

The initial antenna violation count came to 0. Final weighted congestion in routability-driven placement landed at 0.806.
[kinds of logic after synthesis]
kind of cell             count (synthesis)
AND-OR/OR-AND                           59
XOR/XNOR                                15
adder cells (fa/ha/maj)                 28
buffers and inverters                   40
flip-flops                              44
multiplexers                             4
AND/OR/NAND/NOR                        105
[final timing paths]
check                                 from        endpoint  slack (ps)  depth (start not counted)
max in group asynchronous             nRst  count_a_bit[2]        5110                          2
min reg2reg                     samples[1]      samples[1]         500                          2
min in group asynchronous             nRst      U1.cnt[14]        1090                          2
max reg2reg                     samples[0]         data[2]        3650                          8
max                        sample_width[0]  count_a_bit[0]        3070                          9
min                             samples[1]      samples[1]         500                          2
[routing by layer]
metal	track usage [%]	up-vias	part of all wire (%)
met1	35.6	995	54
li1	-	1103	-
met4	1.92	0	1.0
met2	30.2	30	42
met5	0	-	0
met3	2.43	6	2.7
[layout make-up]
type / instances / area share, %
inverters: 34 / 3.91
repair buffers: 33 / 9.82
clock inverters: 1 / 0.921
flip-flops and latches: 44 / 34.0
multi-input cells: 211 / 46.3
clock buffers: 7 / 2.34
well taps: 70 / 2.69
[state kept, by name, summed over array words and instances (netlist names)]
name and flops:
en 1, cs 6, index 3, parity_valid 1
samples 5, parity 1, U1.cnt 15, count_a_bit 3
start_wait_cnt 1, data 8
[cells in the final DEF, fill, tap and decap left out, types with 9 or more instances in the layout]
cell type	netlist	routed
sky130_fd_sc_hd__nor2_1	28	28
sky130_fd_sc_hd__nand3_1	17	17
sky130_fd_sc_hd__a21oi_1	12	12
sky130_fd_sc_hd__clkdlybuf4s50_1	0	30
sky130_fd_sc_hd__inv_1	34	34
sky130_fd_sc_hd__nand2_1	22	22
sky130_fd_sc_hd__ha_1	26	26
sky130_fd_sc_hd__xor2_1	9	9
sky130_fd_sc_hd__o21ai_0	14	14
sky130_fd_sc_hd__dfrtp_1	37	37
[report_power, final]
part	internal (mW)	total [mW]	switching, mW	leakage, nW
sequential	0.317	0.365	0.0479	0.579
clock	0.113	0.203	0.0893	0.0524
combinational	0.110	0.249	0.139	0.877
total	0.540	0.816	0.276	1.51
[worst max-delay path, cell delays in order]
cell and delay (ps):
sky130_fd_sc_hd__clkdlybuf4s50_1 400, sky130_fd_sc_hd__ha_1 280, sky130_fd_sc_hd__nand2b_1 150, sky130_fd_sc_hd__a211o_1 300
sky130_fd_sc_hd__a211oi_2 330, sky130_fd_sc_hd__o311ai_4 110, sky130_fd_sc_hd__buf_4 260, sky130_fd_sc_hd__o21ai_2 230
sky130_fd_sc_hd__mux2_4 310
[through the flow]
| stage | instance area [um^2] | total power [mW] |
|---|---|---|
| floorplan | 2770 | 0.545 |
| global placement | 3150 | 0.619 |
| detailed placement | 3150 | 0.621 |
| CTS | 3260 | 0.825 |
| global route | 3260 | 0.879 |
| finish | 3260 | 0.816 |
No activity file was given, so power comes from the tool's default toggle rates.
